[/design/flow/run.sh]
#!/bin/bash
# OpenROAD 26Q1-2900-gdf79404cd8, Yosys 0.63+post, stock flow scripts
make -C /OpenROAD-flow-scripts/flow DESIGN_CONFIG=/design/flow/config.mk WORK_HOME=/design/flow/orfs finish
[/design/flow/config.mk]
export PLATFORM = sky130hd
export DESIGN_NAME = state1
export DESIGN_NICKNAME = state1
export VERILOG_FILES = /design/flow/design.v
export SDC_FILE = /design/flow/constraint.sdc
export NUM_CORES = 4
export LEC_CHECK = 1
export CORE_AREA = 10 10 70 70
export DIE_AREA = 0 0 80 80
[/design/flow/constraint.sdc]
current_design state1

set clk_period 2.6
set clk_io_pct 0.2

create_clock -name clk0 -period $clk_period [get_ports {clk}]

set non_clock_inputs [all_inputs -no_clocks]
set_input_delay [expr $clk_period * $clk_io_pct] -clock clk0 $non_clock_inputs
set_output_delay [expr $clk_period * $clk_io_pct] -clock clk0 [all_outputs]
[/design/flow/design.v]
module state1 (nrst,clk,i1,i2,o1,o2,err);
input nrst,clk;
input i1,i2;
output reg o1,o2,err;
reg [2:0] NS;  
parameter [2:0] 
    IDLE = 3'b000,
    S1 = 3'b001,
    S2 = 3'b010,
    ERROR = 3'b100;
always @ (posedge clk or negedge nrst)
if(!nrst)
begin
    NS <= IDLE;
    {o1,o2,err} <= 3'b000;
end
else
begin
    case (NS)
    IDLE:begin
        if(~i1 && i2) begin {o1,o2,err} <= 3'b000; NS <= IDLE; end
        if(i1 && i2) begin {o1,o2,err} <= 3'b100; NS <= S1; end
        if(i1 && ~i2) begin {o1,o2,err} <= 3'b111; NS <= ERROR; end
    end
    S1:begin
        if(~i2) begin {o1,o2,err} <= 3'b100; NS <= S1; end
        if(i2&&i1) begin {o1,o2,err} <= 3'b010; NS <= S2; end
        if(i2&&(~i1)) begin {o1,o2,err} <= 3'b111; NS <= ERROR; end
    end
    S2:begin
        if(i2) begin {o1,o2,err} <= 3'b010; NS <= S2; end
        if(~i2&&i1) begin {o1,o2,err} <= 3'b000; NS <= IDLE; end
        if(~i2&&(~i1)) begin {o1,o2,err} <= 3'b111; NS <= ERROR; end
    end
    ERROR:begin
        if(i1) begin {o1,o2,err} <= 3'b111; NS <= ERROR; end
        if(~i1) begin {o1,o2,err} <= 3'b000; NS <= IDLE; end
    end
    endcase
end
endmodule
==> qor.yml <==
run_status:
  status: "complete, no violations"
yosys:
  syn-mean-instance-area_sq_um: 9.29
  synth_area_sq_um: 418
  synth_warnings: 1
  ys_area_sq_um: 418
  edf_count: 0
  ys.flop_type: "dfrtp_1"
  postSynthCellCount: 45
  synthArstFlopShare_pct: 100
  ys_seq_share_pct: 42.2
  ys_cells: 45
  synth_area_leader_cell: "dfrtp_1"
  yosysTopAreaCellShare_pct: 35.9
  synth.distinct_cells: 22
  ys_ff: 7
  synth.area.top_cells: "dfrtp_1 (36%), dfstp_2 (6.3%), a21oi_1 (6.0%)"
critical_path:
  critical_path_class: "in2reg"
  arrival_ns: 1.96
  cp-start-kind: "primary input"
  cp_slowest_stage_delay_ns: 0.71
  r2r-end: "o1"
  crit_chain: "clkdlybuf4s50_1 -> nor2_1 -> a21oi_1 -> mux2_2"
  cp_num_buf_inv: 1
  reg2reg_depth: 3
  critPathCaptureType: "flop"
  cpLargestDelayFamily: "buffers and inverters"
  regToRegSetupSlack_ns: 1.20
  cp.required_ns: 2.73
  cp_max_fo: 12
  rr_startpoint: "NS[0]"
  crit_path_top_delay_cell: "clkdlybuf4s50_1"
finish:
  fillers: 387
  stdcell_count: 97
  areaGrowthSynthToFinish_pct: 28.1
  mostFrequentLayoutCells: "dfrtp_1 (6), nor2_1 (6), clkdlybuf4s50_1 (6)"
  drive_above_1_share_pct: 11.8
clock_network:
  cts_tree: "yes"
  clk_latency_ns: 0.24
  ctsResizeCount: 0
  path_clk_slew_ns: 0.05
  cts_hold_buf: 0
  ctsHtreeMaxLevel: 1
  cts_sinks: 7
  cts_buffers: 3
  cts-root-buf: "clkbuf_4"
  post-cts-setup-buffers: 0
  cts_buffer_depth: 2
detailed_routing:
  firstDrtPassIters: 4
  wl_um: 881
  vias: 358
  n_antenna_cell: 0
  drc: 0
  vias_per_cell: 3.69
  drt_iter0_drc: 28
  wl_per_cell_um: 9.08
  postRouteAntennaNets: 0
power:
  switching_share_pct: 26.2
  power_frac_clock_pct: 30.3
  p_seq_share_pct: 46.1
  power-per-cell-area_nw_per_um2: 584
  leakage_nw: 0.189
  power.internal_w: 0.000231
  comb_power_share_pct: 23.6
  ir_drop_v: 0.000138
  power_switching_w: 0.0000819
final_timing:
  finClkSkew_ns: 0.00107
  worstMarginPinSlew_ns: 0.406
  finalCritPeriodShare_pct: 70.6
  hold_viol: 0
  drv_slew: 0
  rsz0062_at_grt: "false"
  final.min_clock_period_ns: 1.84
  timing.slew.headroom_pct: 72.8
  max_freq_mhz: 545
  setup_violations: 0
  final.setup.tns_ns: 0
placed_design:
  hpwl_um: 648
  dpl.cell_count: 93
  io_buffers: 6
  gp_congestion: 0.793
grt:
  grt.overflow.total: 0
  grt_antenna_before_repair: 0
  grt_pass1_wl_um: 1560
  grt_max_degree: 13
  grt_pass1_vias: 337
  grt_use_total_pct: 2.98
floorplan:
  initial_core_util_pct: 12.2
  io_pins: 7
  die_w_um: 80
  core_sq_um: 3420
  die-area_sq_um: 6400
  rows: 21
  dieHeight_um: 80
job:
  warning_count: 25
  cap_violations: 0
min_path:
  hold_path.class: "in2async"
-- stage by stage --
step	setup WS [ns]	utilization (%)	area (sq um)	hold slack (ns)	total power, W
floorplan	1.23	-	418	0.224	0.000186
global placement	0.553	14.9	509	0.509	0.000219
detailed placement	0.543	14.9	509	0.505	0.000219
CTS	0.797	15.7	536	0.529	0.000319
global route	0.705	15.7	536	0.549	0.000339
finish	0.765	15.7	536	0.529	0.000313
-- how the worst max path moves through the flow --
stage                 start  endpoint  slack [ns]  cells past startpoint
after CTS                i1        o1        0.80                      4
after global routing     i2        o1        0.70                      4
final                    i1        o1        0.76                      4
-- layer usage --
| metal | global-route usage (%) | up-vias | part of all wire, % |
|---|---|---|---|
| li1 | - | 174 | - |
| met1 | 4.11 | 164 | 47 |
| met5 | 0 | - | 0 |
| met4 | 0.704 | 0 | 2.2 |
| met2 | 3.69 | 16 | 37 |
| met3 | 1.93 | 4 | 14 |
-- power by group through the flow --
stage	clock network, W	logic [W]	registers, W
after CTS	0.000100	0.0000748	0.000144
after global routing	0.000107	0.0000842	0.000148
final	0.0000948	0.0000738	0.000144
-- cell families after synthesis --
family	synth area share (%)
simple gates	20.7
compound gates	24.0
flops	42.2
mux	5.09
buf+inv	8.08
-- final cells by class --
class	count	area (sq um)	share of cell area (%)
Multi-Input combinational cell	32	208	38.8
Inverter	2	7.51	1.40
Tap cell	46	57.6	10.7
Timing Repair Buffer	6	60.1	11.2
Sequential cell	7	176	32.9
Clock buffer	4	26.3	4.91
-- synthesized netlist by cell type (2+ instances only) --
master and count:
dfrtp_1 6, nor2_1 6, a21oi_1 5, nor2b_1 4, buf_2 3, inv_1 2
o21ai_0 2, o221a_1 2, o32a_1 2
-- worst register-to-register path: stages, from the launching register on --
cell	delay, ns
dfstp_2	0.61
nor4_2	0.06
a21oi_1	0.24
mux2_2	0.37
-- state kept, by name, indices dropped and copies added, names as in the netlist --
signal / cells
NS: 4
err: 1
o1: 1
o2: 1
Power and IR drop assume default switching activity.
